$ cat design/flow/config.mk
export PLATFORM = sky130hd
export DESIGN_NAME = MUL
export DESIGN_NICKNAME = MUL
export VERILOG_FILES = /design/flow/design.v
export SDC_FILE = /design/flow/constraint.sdc
export NUM_CORES = 4
export LEC_CHECK = 1
export CORE_UTILIZATION = 30
$ cat design/flow/constraint.sdc
current_design MUL

set clk_period 23.5
set clk_io_pct 0.2

create_clock -name clk0 -period $clk_period

set non_clock_inputs [all_inputs -no_clocks]
set_input_delay [expr $clk_period * $clk_io_pct] -clock clk0 $non_clock_inputs
set_output_delay [expr $clk_period * $clk_io_pct] -clock clk0 [all_outputs]
$ cat design/flow/design.v
module MUL(In1, In2, Result,Flag,S,New_Flag);	 
input signed [31:0] In1, In2;
input S;
input [3:0] Flag;
output signed [31:0] Result;
output [3:0] New_Flag;
wire Carry;
assign {Carry,Result} = In1*In2;
SET_FLAG set(In1, In2, Result,Flag,S,New_Flag,Carry);
endmodule
module SET_FLAG(In1, In2, Result, Flag, S, New_Flag, Carry);	 
input [31:0] In1, In2;
input S;
input [3:0] Flag;
input Carry;
input [31:0] Result;
output [3:0] New_Flag;
assign New_Flag[0]= (S) ? ((In1[31]==0 && In2[31]==0 && Result[31]==1)||(In1[31]==1 && In2[31]==1 && Result[31]==0) ? 1 : 0) : (Flag[0]);
assign New_Flag[1]= (S) ? (Carry) : (Flag[1]);
assign New_Flag[2]= (S) ? ((Result==0)? 1 : 0) : (Flag[2]);
assign New_Flag[3]= (S) ? ((Result[31]==1)? 1 : 0) : (Flag[3]);
endmodule
$ cat design/flow/run.sh
#!/bin/bash
# OpenROAD 26Q1-2900-gdf79404cd8, Yosys 0.63+post, stock flow scripts
make -C /OpenROAD-flow-scripts/flow DESIGN_CONFIG=/design/flow/config.mk WORK_HOME=/design/flow/orfs finish
==> qor.rpt <==
OUTCOME
--------------------------------------------------------------------------------------
Result of the run                                                         finished, final reports clean

FINAL TIMING
--------------------------------------------------------------------------------------
Unrepaired setup endpoints after global routing                                  false
Part of the cycle the worst path needs                                           0.757
Worst Tran Pin Value                                                            734 ps
Worst-case setup margin in the final layout                                    5710 ps
Achievable clock frequency                                                    56.2 MHz
Final number of setup-violating endpoints                                            0
Shortest period the worst path allows                                         17790 ps
Fin. max-slew vios                                                                   0
Setup Total Neg Slack                                                             0 ps
Number of hold-slack violations in the final timing report                           0
Headroom to the max-slew limit                                                   0.509

LOGIC SYNTHESIS
--------------------------------------------------------------------------------------
Portion of the post-synthesis area used by sequential elements                       0
Mean instance size in the synthesized netlist                               9.02 sq um
Gate count of the mapped netlist                                                  1976
Cell total in the yosys stat output                                               1976
Area of the synthesized netlist per yosys stat                             17800 sq um
Post-synthesis instance area                                               17800 sq um
Count of unique library cells instantiated by Yosys                                 58
Warnings, synthesis                                                                  0

DETAILED ROUTING
--------------------------------------------------------------------------------------
1st-pass router iterations                                                           4
Remaining routing DRC violations                                                     0
Ratio of routed vias to standard cells                                            4.55
Total number of vias                                                             12700
Post-detailed-routing wire length                                         46000 microns
1st-iter DRT viols                                                                 459
Number of nets with antenna violations after routing                                 0
WL per Instance                                                           16.5 microns
Antenna diode count                                                                  0

WORST SETUP PATH
--------------------------------------------------------------------------------------
Critical path capture point type                                           output port
Origin of the worst setup path                                                 In1[15]
Data arrival time of the critical path                                        13090 ps
End of the critical path                                                   New_Flag[2]
Crit path launch type                                                       input port
Path type of the worst setup path                                               in2out
Maximum net fanout on the critical path                                             18
Data required time of the critical path                                       18800 ps

FINAL LAYOUT
--------------------------------------------------------------------------------------
Synth-to-layout area growth                                                      10.6%
Register Area                                                                  0 sq um
CLK BUF                                                                              0
Total number of sequential cells                                                     0
Share of post-route cells with drive strength above 1                           0.0193
Final Cell Area                                                            19700 sq um
Fillers                                                                           5861

GRT
--------------------------------------------------------------------------------------
First-pass GRT wire length                                                75300 microns
Pin count of the biggest net entering global routing                                34
Antenna violations before repair                                                     3
All-layer global routing usage                                                   0.169
Overflow left after global routing                                                   0
Vias in the first global route                                                   13700

MIN PATH
--------------------------------------------------------------------------------------
Hold Path Class                                                                 in2out

PLACE
--------------------------------------------------------------------------------------
Number of port buffers                                                             105
Worst setup slack after placement                                              5750 ps
DP Area                                                                    19700 sq um
HPWL after DPL                                                            39200 microns
Weighted congestion reported at the end of routability-driven placement          0.905

CLOCKING
--------------------------------------------------------------------------------------
Gates resized, CTS repair                                                            0
Cts hold-fix bufs                                                                    0
Post CTS Setup Buffer Count                                                          0

FLOORPLANNING
--------------------------------------------------------------------------------------
Height of the die                                                          246 microns
Overall die width                                                          246 microns
Number of rows created at floorplan                                                 88
Pre-Place Util                                                                   0.306
Overall die area                                                           60400 sq um
Core Box Area                                                              58200 sq um
I/O pin cnt                                                                        105

FLOW RUN
--------------------------------------------------------------------------------------
Number of OpenROAD warnings                                                         32
Max-cap violation count                                                              0

==> worst min-delay path by stage <==
stage     cells after the start           to     from
4_1_cts                       4  New_Flag[1]  Flag[1]
5_1_grt                       4  New_Flag[1]  Flag[1]
6_report                      4  New_Flag[1]  Flag[1]
==> layer usage <==
layer	vias up	wire (microns)	global-route usage
li1	5872	-	-
met1	6402	19600	0.236
met2	358	22200	0.272
met3	37	3460	0.0548
met4	8	745	0.0223
met5	-	63	0.00163
==> metrics by stage <==
stage | utilization | hold WS [ps] | std cells
2_1_floorplan | - | 9420 | 1976
3_3_place_gp | 0.338 | 10320 | 2785
3_5_place_dp | 0.338 | 10320 | 2785
4_1_cts | 0.338 | 10330 | 2785
5_1_grt | 0.338 | 10360 | 2785
6_report | 0.338 | 10330 | 2785
==> critical path, cell delays in order <==
cell                              delay [ps]
sky130_fd_sc_hd__clkdlybuf4s50_1         790
sky130_fd_sc_hd__and2_1                  380
sky130_fd_sc_hd__fa_1                    470
sky130_fd_sc_hd__fa_1                    500
sky130_fd_sc_hd__inv_1                    60
sky130_fd_sc_hd__fa_1                    460
sky130_fd_sc_hd__fa_1                    540
sky130_fd_sc_hd__inv_1                    50
sky130_fd_sc_hd__fa_1                    500
sky130_fd_sc_hd__inv_1                    60
sky130_fd_sc_hd__fa_1                    530
sky130_fd_sc_hd__inv_1                    50
sky130_fd_sc_hd__fa_1                    490
sky130_fd_sc_hd__fa_1                    420
sky130_fd_sc_hd__ha_1                    460
sky130_fd_sc_hd__and4_1                  340
sky130_fd_sc_hd__nand3_1                 120
sky130_fd_sc_hd__o21ai_1                 550
sky130_fd_sc_hd__o211ai_1                260
sky130_fd_sc_hd__a2111oi_0               440
sky130_fd_sc_hd__nand4_1                 220
sky130_fd_sc_hd__o31ai_2                 210
sky130_fd_sc_hd__clkdlybuf4s50_1         490
==> area by class of cell <==
type / count / area (sq um) / share of cell area
Timing Repair Buffer: 135 / 1280 / 0.0647
Tap cell: 765 / 957 / 0.0486
Multi-Input combinational cell: 1421 / 15700 / 0.798
Inverter: 464 / 1740 / 0.0884
==> cell usage in the layout, fill, tap and decap left out, drive strengths merged, types with 8 or more instances in the layout <==
cell / n
nand2: 158
buf: 30
a21oi: 25
nor2: 18
fa: 439
xor2: 18
nor3: 11
o211ai: 8
and2: 423
nand3: 12
inv: 464
ha: 151
a21o: 9
clkdlybuf4s50: 105
o21ai: 14
xnor2: 58
==> cells by family (layout without fill, tap and decap cells) <==
| family | Yosys count | count (layout) | share of synthesized area |
|---|---|---|---|
| simple gates | 647 | 647 | 0.202 |
| fa+ha+maj | 590 | 590 | 0.599 |
| buf+inv | 555 | 599 | 0.117 |
| compound gates | 104 | 104 | 0.0422 |
| xor+xnor | 76 | 76 | 0.0373 |
| mux | 4 | 4 | 0.00239 |
==> synthesized netlist by cell type (2+ instances only) <==
cell                        instances  area [sq um]
sky130_fd_sc_hd__inv_1            464          1740
sky130_fd_sc_hd__fa_1             439          8790
sky130_fd_sc_hd__and2_1           423          2650
sky130_fd_sc_hd__nand2_1          158           593
sky130_fd_sc_hd__ha_1             151          1890
sky130_fd_sc_hd__clkbuf_1          90           338
sky130_fd_sc_hd__xnor2_1           58           508
sky130_fd_sc_hd__a21oi_1           24           120
sky130_fd_sc_hd__nor2_1            18          67.6
sky130_fd_sc_hd__xor2_1            18           158
sky130_fd_sc_hd__nand3_1           12          60.1
sky130_fd_sc_hd__o21ai_0           12          60.1
sky130_fd_sc_hd__nor3_1            11          55.1
sky130_fd_sc_hd__a21o_1             9          67.6
sky130_fd_sc_hd__o211ai_1           8          60.1
sky130_fd_sc_hd__nand2b_1           5          31.3
sky130_fd_sc_hd__or3_1              5          31.3
sky130_fd_sc_hd__a2111oi_0          4          35.0
sky130_fd_sc_hd__a211o_1            3          26.3
sky130_fd_sc_hd__a211oi_1           3          22.5
sky130_fd_sc_hd__nor4_1             3          18.8
sky130_fd_sc_hd__o21a_1             3          22.5
sky130_fd_sc_hd__o21bai_1           3          22.5
sky130_fd_sc_hd__o311ai_0           3          26.3
sky130_fd_sc_hd__a22o_1             2          17.5
sky130_fd_sc_hd__a31o_2             2          17.5
sky130_fd_sc_hd__a31oi_1            2          12.5
sky130_fd_sc_hd__a32oi_1            2          17.5
sky130_fd_sc_hd__and3_1             2          12.5
sky130_fd_sc_hd__and4_1             2          17.5
sky130_fd_sc_hd__mux2_2             2          22.5
sky130_fd_sc_hd__mux2i_1            2          20.0
sky130_fd_sc_hd__nand4_1            2          12.5
sky130_fd_sc_hd__o2111ai_1          2          17.5
sky130_fd_sc_hd__o21ai_1            2          10.0
sky130_fd_sc_hd__o221ai_1           2          17.5
sky130_fd_sc_hd__o22ai_1            2          12.5
sky130_fd_sc_hd__o31ai_1            2          15.0
sky130_fd_sc_hd__or4_1              2          15.0
