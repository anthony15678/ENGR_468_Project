### config.mk
export PLATFORM = sky130hd
export DESIGN_NAME = ADD
export DESIGN_NICKNAME = ADD
export VERILOG_FILES = /design/flow/design.v
export SDC_FILE = /design/flow/constraint.sdc
export NUM_CORES = 4
export LEC_CHECK = 1
export CORE_AREA = 10 10 91 91
export DIE_AREA = 0 0 101 101
### run.sh
#!/bin/bash
# OpenROAD 26Q1-2900-gdf79404cd8, Yosys 0.63+post, stock flow scripts
make -C /OpenROAD-flow-scripts/flow DESIGN_CONFIG=/design/flow/config.mk WORK_HOME=/design/flow/orfs finish
### design.v
module ADD(In1, In2, Result,Flag,S,New_Flag);	 
input signed [31:0] In1, In2;
input S;
input [3:0] Flag;
output signed [31:0] Result;
output [3:0] New_Flag;
wire Carry;
assign {Carry,Result} = In1 + In2;
SET_FLAG set(In1, In2, Result,Flag,S,New_Flag,Carry);
endmodule
module SET_FLAG(In1, In2, Result, Flag, S, New_Flag, Carry);	 
input [31:0] In1, In2;
input S;
input [3:0] Flag;
input Carry;
input [31:0] Result;
output [3:0] New_Flag;
assign New_Flag[0]= (S) ? ((In1[31]==0 && In2[31]==0 && Result[31]==1)||(In1[31]==1 && In2[31]==1 && Result[31]==0) ? 1 : 0) : (Flag[0]);
assign New_Flag[1]= (S) ? (Carry) : (Flag[1]);
assign New_Flag[2]= (S) ? ((Result==0)? 1 : 0) : (Flag[2]);
assign New_Flag[3]= (S) ? ((Result[31]==1)? 1 : 0) : (Flag[3]);
endmodule
### constraint.sdc
current_design ADD

set clk_period 17.8
set clk_io_pct 0.2

create_clock -name clk0 -period $clk_period

set non_clock_inputs [all_inputs -no_clocks]
set_input_delay [expr $clk_period * $clk_io_pct] -clock clk0 $non_clock_inputs
set_output_delay [expr $clk_period * $clk_io_pct] -clock clk0 [all_outputs]
==> results.txt <==
Layout fillers: 631
Basic Gates by Area: 0.268
Via count: 2539
Period utilization: 0.633
First-pass GRT wire length: 11600 um
Pre-Place Util: 0.327
Mux area share: 0.0157
Kind of critical path: in -> out
Ys cells: 294
Max Fanout on Critical Path: 2
Total grt overflow: 0
Post-Syn Area: 2080 um^2
Min Tclk post-route: 11260 ps
Compound Share, Synth: 0.363
Worst EP arrival: 7700 ps
Registers: 0
Static Leak: 0.00128 uW
Gate Count Post-Synth: 294
Chip Width: 101 um
Wirelength per Cell: 15.5 um
Max-cap violations: 0
Antenna-violating nets left: 0
Layout cells sized above 1: 0.0460
Row count: 29
P_int: 72.1 uW
CTS resizes: 0
Routability cong.: 0.900
Startpoint types: input port
Commonest non-fill, non-tap cell in the layout: clkdlybuf4s50_1
Area Growth Syn to Fin: 51.6%
Fmax: 88.8 MHz
Gate Area: 1960 um^2
HPWL Detailed: 6430 um
Iteration tally of the first detailed-router pass: 4
Non-Filler Instances: 468
Vias per inst: 5.43
Chip Area, Yosys: 2080 um^2
Top Layout Cells: clkdlybuf4s50_1 (105), a21oi_1 (35), ha_1 (33)
Syn avg cell area: 7.06 um^2
Switching share of total power: 0.430
Pwr dens: 40.2 nW/um^2
Ports: 105
Combinational power share: 1.000
FF+latch area: 0 um^2
Logic family by area: AND-OR/OR-AND gates
Crit path launch: In1[0]
Worst setup path endpoint: New_Flag[2]
Core Footprint: 6350 um^2
Synth Seq Share: 0
Measured slew at the worst slew-check pin: 827 ps
Count of input and output buffers: 105
DIE AREA: 10200 um^2
Final Max-Slew Violation Tally: 0
Cts hold-fix bufs: 0
Cell variety after synth: 61
Drt initial violations: 77
Yosys xor share: 0.0886
Detailed Route WL: 7250 um
Residual DRC: 0
Max rail drop VDD: 0.0194 mV
Adder and majority cell fraction of the synthesized area: 0.208
Initial antenna violation count: 0
Final TNS setup: 0 ps
Largest net degree at the start of global routing: 12
Psw: 54.3 uW
Placed insts: 468
Clock share of power: 0
Syn. warnings: 0
Final setup viols: 0
CLK BUF: 0
Die Height: 101 um
Req. time, crit path: 14240 ps
Relative slew slack: 0.445
Sequential share of power: 0
Postcts setup bufs: 0
Vias in the first global route: 2433
Total Routing Usage GR: 0.132
Worst Setup End Kind: output pin
RSZ-0062 raised after global routing: no
Worst hold path class: in -> out
Status: completed
Diodes inserted: 0
OpenROAD warning count: 33
Hold Vio Cnt, Final: 0
[kinds of logic after synthesis]
group,after synthesis
simple gates,106
fa+ha+maj,34
buf+inv,19
xor+xnor,21
mux,3
compound gates,111
[critical path: stages]
cell	delay (ps)
clkdlybuf4s50_1	400
ha_1	230
fa_1	400
xor2_1	170
nor4b_1	320
o221ai_1	180
or3_2	420
or4_1	480
a2111o_1	320
nor4_1	310
nand4_1	190
o32ai_2	220
clkdlybuf4s50_1	510
[cell type report]
type | count | area share
inverters | 11 | 0.0131
multi-input cells | 275 | 0.622
well taps | 77 | 0.0306
repair buffers | 105 | 0.334
[worst min path at each step]
stage,startpoint,to,slack (ps),depth (start not counted)
5_1_grt,Flag[0],New_Flag[0],8090,4
6_report,Flag[1],New_Flag[1],8040,4
4_1_cts,Flag[1],New_Flag[1],8060,4
[layer usage]
metal,up-vias,track usage,part of all wire,wire (um)
met5,-,0,0,0
met4,0,0.00429,0.0029,21
met3,2,0.0506,0.11,794
met2,79,0.214,0.45,3260
met1,1129,0.171,0.44,3170
li1,1329,-,-,-
[synth_stat cells (3+ instances only)]
master	number	area, um^2
and2_1	7	43.8
inv_1	11	41.3
nand4_1	5	31.3
nand3_1	7	35.0
o21ai_0	17	85.1
clkbuf_1	5	18.8
nand2b_1	3	18.8
nor3_1	11	55.1
xnor2_1	15	131
or3_1	4	25.0
o21a_1	4	30.0
o211ai_1	5	37.5
a21oi_1	35	175
a211oi_1	3	22.5
nor2_1	25	93.8
ha_1	33	413
nand2_1	18	67.6
a21o_1	9	67.6
and3_1	9	56.3
a31oi_1	9	56.3
xor2_1	6	52.6
o21bai_1	4	30.0
[power groups by stage]
stage	clock, uW	combinational, uW	sequential, uW
6_report	0	126	0
5_1_grt	0	142	0
4_1_cts	0	128	0
[through the flow]
step | worst slack [ps] | area (um^2) | hold WS (ps) | total power, uW | utilization
2_1_floorplan | 7870 | 2080 | 7140 | 64.9 | -
3_3_place_gp | 6670 | 3150 | 8060 | 128 | 0.496
3_5_place_dp | 6520 | 3150 | 8060 | 127 | 0.496
4_1_cts | 6480 | 3150 | 8060 | 128 | 0.496
5_1_grt | 6320 | 3150 | 8090 | 142 | 0.496
6_report | 6540 | 3150 | 8040 | 126 | 0.496
Power figures rest on the tool's default switching activity, not on a simulated workload.
