--- design.v ---
module ROR(In1, In2, Result,Flag,S,New_Flag);	 
parameter n = 1;
input [31:0] In1;
input signed [n-1:0] In2;
input S;
input [3:0] Flag;
output [31:0] Result;
output [3:0] New_Flag;
wire Carry;
assign {Result,Carry} = (In1 >> In2) | (In1 << (32-In2));
SET_FLAG set(In1, In2, Result,Flag,S,New_Flag,Carry);
endmodule
module SET_FLAG(In1, In2, Result, Flag, S, New_Flag, Carry);	 
input [31:0] In1, In2;
input S;
input [3:0] Flag;
input Carry;
input [31:0] Result;
output [3:0] New_Flag;
assign New_Flag[0]= (S) ? ((In1[31]==0 && In2[31]==0 && Result[31]==1)||(In1[31]==1 && In2[31]==1 && Result[31]==0) ? 1 : 0) : (Flag[0]);
assign New_Flag[1]= (S) ? (Carry) : (Flag[1]);
assign New_Flag[2]= (S) ? ((Result==0)? 1 : 0) : (Flag[2]);
assign New_Flag[3]= (S) ? ((Result[31]==1)? 1 : 0) : (Flag[3]);
endmodule
--- constraint.sdc ---
current_design ROR

set clk_period 1.8
set clk_io_pct 0.2

create_clock -name clk0 -period $clk_period

set non_clock_inputs [all_inputs -no_clocks]
set_input_delay [expr $clk_period * $clk_io_pct] -clock clk0 $non_clock_inputs
set_output_delay [expr $clk_period * $clk_io_pct] -clock clk0 [all_outputs]
--- config.mk ---
export PLATFORM = sky130hd
export DESIGN_NAME = ROR
export DESIGN_NICKNAME = ROR
export VERILOG_FILES = /design/flow/design.v
export SDC_FILE = /design/flow/constraint.sdc
export NUM_CORES = 4
export LEC_CHECK = 1
export CORE_AREA = 10 10 80 80
export DIE_AREA = 0 0 90 90
--- run.sh ---
#!/bin/bash
# OpenROAD 26Q1-2900-gdf79404cd8, Yosys 0.63+post, stock flow scripts
make -C /OpenROAD-flow-scripts/flow DESIGN_CONFIG=/design/flow/config.mk WORK_HOME=/design/flow/orfs finish
==> GITHUB_STEP_SUMMARY <==
## Implementation flow summary

| Metric | Value |
|---|---|
| Clkbuf count | 0 |
| Crit end category | output port |
| VDD IR-drop max | roughly 0.088 mV |
| Core footprint | 4720 µm² |
| Initial antenna violation count | 0 |
| Final HPWL from detailed placement | 3070 µm |
| Min Clock Period, post-route | about 1.8 ns |
| Post-CTS Setup Repair Bufs | 0 |
| Slew Viols, Final | 0 |
| Number of antenna diodes | 0 |
| IO buf count | approximately 74 |
| GRT Total Usage | 0.0801 |
| Number of core rows | 25 |
| Mapped cell area | 617 µm² |
| Simple Share, Synth | 0.286 |
| Final WL | 3540 µm |
| Worst hold path type | input pin to output port |
| Cell with the most instances after synthesis | mux2_2 |
| CP Cell Sequence | dlygate4sd2_1 -> buf_4 -> mux2_2 -> clkdlybuf4s50_1 |
| Placer Congestion | between 0.8 and 0.9 |
| Ys Warns | 1 |
| Pre-Repair DR Iteration Count | 4 |
| Area Growth Syn to Fin | 167% |
| Yosys synthesis chip area | 617 µm² |
| Syn Area/Cell | 8.34 µm² |
| Fraction of layout cells with a size suffix above 1 | 0.586 |
| Post-synthesis adder-cell area fraction | 0 |
| Static Leak | 0.705 nW |
| MUX area fraction | 0.564 |
| Max cap viols | 0 |
| Setup ws final | 0.0437 ns |
| Vias in the first global route | 986 |
| Chip footprint | 8100 µm² |
| Mapped Cells | approximately 74 |
| CP max stage delay | 0.41 ns |
| Status | finished clean |
| CP startpoint | In1[2] |
| Classification of the worst setup path | input pin to output port |
| IO Pins | 74 |
| Fmax | 569 MHz |
| RSZ-0062 raised after global routing | true |
| Final Setup Violations | 0 |
| Fillers | 490 |
| Least-Margin Pin Slew | 0.246 ns |
| OpenROAD warning count | 34 |
| Die Span Y | 90 µm |
| Post-Synth AOI/OAI Area | 0.0771 |
| Relative slew slack | 0.835 |
| Logic family by area | multiplexers |
| Fin. Hold Viols | 0 |
| Crit-path leading delay family | buffers and inverters |
| Dominant cells by area after synthesis | mux2_2 (55%), nor2_1 (4.3%), a21oi_1 (4.1%), nor3_1 (4.1%), nor4_1 (4.1%) |
| Inst Count DP | 235 |
| First-pass GRT wire length | roughly 5400 µm |
| Worst setup SP type | input pin |
| Congestion Overflow GR | 0 |
| Post-synthesis sequential area ratio | 0 |
| Post-synth top area cell | mux2_2 |
| Die span in x | 90 µm |
| Largest net degree at the start of global routing | 13 |
| Top cells by count | mux2_2 (30), nor2_1 (7), a21oi_1 (5), nor3_1 (5), nor4_1 (4) |
| Worst slack, placed | -0.741 ns |
| Worst path slowest cell | clkdlybuf4s50_1 |
| WL/cell | roughly 15 µm |
| Flop count | 0 |
| CP arrival | 1.40 ns |
| Yosys Instances | 74 |
| ANT nets after route | 0 |
| DRT iter0 DRCs | 14 |
| DR vias | 949 |
| Vias/cell | 4.02 |
| Pre-Place Util | 0.131 |
| Setup TNS | 0 ns |
| XORs/XNORs by Area | 0 |
| Storage element area | 0 µm² |
| Max-area cell share | 0.548 |
| Hold_sp | In1[9] |
| Cts hold-fix bufs | 0 |
| Buf+Inv Stages, Crit Path | 3 |
| Unique cell types | 20 |
| Layout Cells excl Fill | 236 |
| Peak fanout along the critical path | 2 |
| Final Cycle Share | 0.976 |
| Worst EP required | 1.44 ns |
| PD cells | 219 nW/µm² |
| DRC violations left | 0 |
## layout by cell type, fill, tap and decap left out, drive strengths merged
cell type      netlist  layout
a22o                 1       1
inv                  1       1
nor4                 6       6
nor4b                3       3
nor2                 7       7
nand2                3       3
a21oi                5       5
dlymetal6s2s         0       2
nand4                2       2
nor2b                2       2
dlygate4sd2          0      19
nor3                 5       5
nand2b               1       1
a31oi                1       1
a22oi                1       1
clkbuf               1      20
clkdlybuf4s50        0      25
mux2                30      30
mux2i                1       1
buf                  4      30
clkdlybuf4s15        0       4
## where the power goes
part	total [mW]	switching [mW]	internal (mW)
Combinational	0.360	0.118	0.242
Clock	0	0	0
Sequential	0	0	0
## metrics by stage
step | cell area, µm² | power [mW] | util | hold slack [ns]
2_1_floorplan | 617 | 0.0895 | - | 0.743
3_3_place_gp | 1580 | 0.369 | 0.335 | 1.65
3_5_place_dp | 1580 | 0.368 | 0.335 | 1.65
4_1_cts | 1640 | 0.357 | 0.348 | 1.28
5_1_grt | 1650 | 0.392 | 0.349 | 1.14
6_report | 1650 | 0.360 | 0.349 | 1.09
## final timing paths
check | end | slack [ns] | cells past startpoint
worst max-delay path | Result[0] | 0.04 | 4
worst min-delay path | Result[7] | 1.09 | 3
## kinds of logic after synthesis
kind of cell,after synthesis
compound gates,8
simple gates,29
buf+inv,6
mux,31
## area by class of cell
class	count	area [µm²]	area share
tap	67	83.8	0.0509
multi-input combinational	68	679	0.413
inverter	1	3.75	0.00228
timing repair buffer	100	880	0.534
## per-layer routing
layer  share of wire  GRT usage
met3           0.096     0.0268
met1            0.44     0.0989
met4               0          0
met2            0.47      0.140
met5               0          0
## repair_timing
action | in CTS | in global routing
pin swaps | 13 | 15
cloned | 1 | 0
endpoints found under the setup margin | 36 | 11
resized | 79 | 61
No activity file was given, so power comes from the tool's default toggle rates.
